<file path="design/flow/design.v">
module abs #(
	parameter WIDTH = 10
	)(
	input logic [WIDTH-1:0] val_1, val_2,
	output logic [WIDTH-1:0] out
	);
	always_comb begin
		if (val_1 > val_2)
			out = val_1 - val_2;
		else
			out = val_2 - val_1;
	end
endmodule
module abs_testbench();
	parameter WIDTH = 10;
	logic [WIDTH-1:0] val_1, val_2, out;
	abs #(WIDTH) dut (.val_1, .val_2, .out);
	initial begin
		val_1 <= 10'b0001100111; val_2 <= 10'b0101100111; #50;  
		val_1 <= 10'b0101100111; val_2 <= 10'b0001100111; #50;  
		val_1 <= 10'b0101100111; val_2 <= 10'b0101100111; #50;  
		#50;
	end  
endmodule
module input_selector (
		input logic [9:0] x0, x1, 
		input logic [8:0] y0, y1,
		output logic [9:0] start_h, end_h, start_v, end_v,
		output logic is_steep
		);
	logic [9:0] abs_x; 
	logic [8:0] abs_y;
	logic [9:0] temp_sh, temp_eh, temp_sv, temp_ev;
	abs #(10) x_distance (.val_1(x1), .val_2(x0), .out(abs_x));
	abs #(9) y_distance (.val_1(y1), .val_2(y0), .out(abs_y));
	assign is_steep = abs_y > abs_x;
	always_comb begin
		if (is_steep) begin
			temp_sh = y0;
			temp_eh = y1;
			temp_sv = x0;
			temp_ev = x1;
		end
		else begin
			temp_sh = x0;
			temp_eh = x1;
			temp_sv = y0;
			temp_ev = y1;
		end
		if (temp_sh > temp_eh) begin
			start_h = temp_eh;
			end_h = temp_sh;
			start_v = temp_ev;
			end_v = temp_sv;
		end
		else begin
			start_h = temp_sh;
			end_h = temp_eh;
			start_v = temp_sv;
			end_v = temp_ev;
		end
	end  
endmodule	
module input_selector_testbench();
	logic [9:0] x0, x1;
	logic [8:0] y0, y1;
	logic [9:0] start_h, end_h, start_v, end_v;
	logic is_steep;
	input_selector dut (.x0, .x1, .y0, .y1, .start_h, .end_h, .start_v, .end_v, .is_steep);
	initial begin
		x0 = 10'd1; y0 = 9'd1; x1 = 10'd12; y1 = 9'd5; #50;  
		x0 = 10'd1; y0 = 9'd1; x1 = 10'd5; y1 = 9'd12; #50;  
		x0 = 10'd12; y0 = 9'd5; x1 = 10'd1; y1 = 9'd1; #50;  
		x0 = 10'd5; y0 = 9'd12; x1 = 10'd1; y1 = 9'd1; #50;  
		x0 = 10'd1; y0 = 9'd1; x1 = 10'd10; y1 = 9'd1; #50;  
		x0 = 10'd10; y0 = 9'd1; x1 = 10'd1; y1 = 9'd1; #50;  
		x0 = 10'd1; y0 = 9'd1; x1 = 10'd1; y1 = 9'd10; #50;  
		x0 = 10'd1; y0 = 9'd10; x1 = 10'd1; y1 = 9'd1; #50;  
		x0 = 10'd1; y0 = 9'd3; x1 = 10'd1; y1 = 9'd3;  #50;  
	end  
endmodule
</file>
<file path="design/flow/run.sh">
#!/bin/bash
# OpenROAD 26Q1-2900-gdf79404cd8, Yosys 0.63+post, stock flow scripts
make -C /OpenROAD-flow-scripts/flow DESIGN_CONFIG=/design/flow/config.mk WORK_HOME=/design/flow/orfs finish
</file>
<file path="design/flow/config.mk">
export PLATFORM = sky130hd
export DESIGN_NAME = input_selector
export DESIGN_NICKNAME = input_selector
export VERILOG_FILES = /design/flow/design.v
export SDC_FILE = /design/flow/constraint.sdc
export NUM_CORES = 4
export LEC_CHECK = 1
export CORE_UTILIZATION = 30
</file>
<file path="design/flow/constraint.sdc">
current_design input_selector

set clk_period 25.1
set clk_io_pct 0.2

create_clock -name clk0 -period $clk_period

set non_clock_inputs [all_inputs -no_clocks]
set_input_delay [expr $clk_period * $clk_io_pct] -clock clk0 $non_clock_inputs
set_output_delay [expr $clk_period * $clk_io_pct] -clock clk0 [all_outputs]
</file>
==> impl_results.rst <==
Run summary
-----------

.. list-table::
   :header-rows: 1

   * - Metric
     - Value
   * - Largest fanout on the critical path
     - 38
   * - Element type at the critical path start
     - input port
   * - Total Wirelength
     - 8.83 mm
   * - Initial antenna violation count
     - 0
   * - Max-cap violations
     - 0
   * - Vias in the first global route
     - 2869
   * - Post-route antenna net violation count
     - 0
   * - Crit-path max cell delay
     - 0.62 ns
   * - Required time reported for the critical path endpoint
     - 20.08 ns
   * - Vias per std cell
     - 5.06
   * - Cell count listed in synth_stat.txt
     - 381
   * - Kind of capture point of the worst setup path
     - output port
   * - Total via count after detailed routing
     - 2943
   * - Setup Crit Path Kind
     - input port to output port
   * - Total cell area at the placement stage
     - 0.00400 sq mm
   * - Number of standard cells in the final layout excluding fillers
     - 582
   * - Leading post-synthesis cells by instance count
     - mux2i_1 (102), ha_1 (55), inv_1 (50), a21oi_1 (24), nand2_1 (20)
   * - Post-CTS Repair Setup Buffers
     - 0
   * - Site row count
     - 36
   * - Dpl hpwl
     - 7.52 mm
   * - Hold path start
     - x0[9]
   * - Chip Height
     - 104 microns
   * - Outcome
     - finished, final reports clean
   * - RePlAce Congestion
     - 0.897
   * - Number of gates given a new drive strength after cts
     - 0
   * - Detailed Routing Iterations Pass 1
     - 4
   * - Sequential cells
     - 0
   * - IO Count
     - 79
   * - Core Region
     - 0.00991 sq mm
   * - Proportion of synthesized chip area in sequential cells
     - 0%
   * - Post-route total power
     - 0.276 mW
   * - Number of antenna cells inserted
     - 0
   * - Total of buffers placed on input and output ports
     - 79
   * - Cell with the largest stage delay on the worst path
     - clkdlybuf4s50_1
   * - Highest Clock Rate
     - 55.6 MHz
   * - Final Max-Slew Violation Tally
     - 0
   * - DR WL/cell
     - 15.2 microns
   * - Peak supply drop
     - 0.0311 mV
   * - Path category of the worst min-delay check
     - input port to output port
   * - Global routing usage summed across all routing layers
     - 16.3%
   * - Setup slack after placement
     - 7.11 ns
   * - Synthesized instance count
     - 381
   * - Yosys warns
     - 3
   * - Area fraction of the dominant cell type after synthesis
     - 32.9%
   * - Number of warning messages in the logs
     - 49
   * - Hold Vio Cnt, Final
     - 0
   * - Max-slew headroom at the worst pin
     - 59.1%
   * - Die outline area
     - 0.0107 sq mm
   * - Power per cell area
     - 68.9 mW/mm^2
   * - Crit path DAT
     - 12.97 ns
   * - Final setup violating endpoints
     - 0
   * - Largest cells by area
     - mux2i_1 (33%), ha_1 (22%), inv_1 (6.1%)
   * - Core utilization of the finished layout
     - 40.4%
   * - Clock buffer count
     - 0
   * - Transition at the pin with the smallest max-transition slack
     - 0.613 ns
   * - First-iteration detailed-routing DRC count
     - 107
   * - Average size of a mapped cell
     - 8.14 sq um
   * - Maximum number of pins on one net before global-route repair
     - 39
   * - First element of the critical path
     - y0[1]
   * - Effective utilization at floorplan
     - 31.3%
   * - Sequential cell area
     - 0 sq um
   * - Fraction of final layout cells with drive strength greater than 1
     - 3.79%
   * - Count leader, synth
     - mux2i_1
   * - Yosys Chip Area
     - 0.00310 sq mm
   * - Global-route wire length before repair
     - 14.4 mm
   * - Setup repair after global routing missed its margin
     - false
   * - Count of different cell masters after synthesis
     - 55
   * - Leakage Power
     - 1.90 nW
   * - Cell seen most often among critical-path stages
     - mux2i_1
   * - Hold slack
     - 11.11 ns
   * - Period Utilization, post-route
     - 71.7%
   * - Global route total overflow
     - 0
   * - Final standard cell area without fillers
     - 0.00400 sq mm
   * - Cell area after synthesis
     - 0.00310 sq mm
   * - Drc violations
     - 0
   * - Dpl cells
     - 582
   * - Post-layout minimum cycle time
     - 17.99 ns
   * - Sum of negative setup slack
     - 0 ns
   * - Horizontal die dimension
     - 104 microns
   * - Hold Buf Count CTS
     - 0
   * - Minimum setup slack in the final design
     - 7.11 ns
   * - Layout-stage area growth over the synthesis result
     - 29.1%
   * - Yosys top cell by area
     - mux2i_1
power by group:
group / internal, mW / total [mW] / switching [mW]
logic: 0.158 / 0.276 / 0.118
clock network: 0 / 0 / 0
registers: 0 / 0 / 0
layer usage:
metal / vias to the layer above / track usage, % / part of all wire (%)
met5: - / 0 / 0
met4: 0 / 0 / 0.034
met3: 2 / 0.128 / 2.1
met2: 41 / 28.6 / 48
met1: 1382 / 24.0 / 49
li1: 1518 / - / -
path summary, 6_finish.rpt:
path | slack, ns | depth (start not counted) | to
max | 7.11 | 31 | end_h[4]
min | 11.11 | 4 | end_h[9]
area by class of cell:
class	instances	area [sq um]
Timing Repair Buffer	82	813
Inverter	50	188
Tap cell	133	166
Multi-Input combinational cell	317	2840
Fill cell	1010	5910
critical path: cells and delay by family:
kind / cells / cell delay [ns]
xor+xnor: 1 / 0.18
compound gates: 9 / 1.76
mux: 5 / 1.25
fa+ha+maj: 3 / 0.92
buf+inv: 6 / 2.74
simple gates: 7 / 1.07
cell families after synthesis:
| logic type | after synthesis | share of synthesized area, % |
|---|---|---|
| multiplexers | 104 | 33.7 |
| AND/OR/NAND/NOR | 63 | 10.5 |
| buffers and inverters | 64 | 9.56 |
| XOR/XNOR | 12 | 3.39 |
| adder cells (fa/ha/maj) | 59 | 24.8 |
| AND-OR/OR-AND | 79 | 18.2 |
placed cells by master, fill, tap and decap left out, types with 3 or more instances in the layout:
cell	Yosys	routed
xor2_1	3	3
and2_1	4	4
and3_1	3	3
o21bai_1	3	3
xnor2_1	9	9
mux2i_1	102	101
nand3_1	6	6
nand2_1	20	20
a21o_1	10	10
buf_4	0	3
clkdlybuf4s50_1	0	79
inv_1	50	50
o21ai_0	11	11
a21oi_1	24	24
nor2b_1	3	3
nand4_1	5	5
fa_1	4	4
ha_1	55	55
nor2_1	8	8
No activity file was given, so power comes from the tool's default toggle rates.
