===== design/flow/run.sh =====
#!/bin/bash
# OpenROAD 26Q1-2900-gdf79404cd8, Yosys 0.63+post, stock flow scripts
make -C /OpenROAD-flow-scripts/flow DESIGN_CONFIG=/design/flow/config.mk WORK_HOME=/design/flow/orfs finish

===== design/flow/constraint.sdc =====
current_design coordinate_generator_datapath

set clk_period 6.6
set clk_io_pct 0.2

create_clock -name clk0 -period $clk_period [get_ports {clk}]

set non_clock_inputs [all_inputs -no_clocks]
set_input_delay [expr $clk_period * $clk_io_pct] -clock clk0 $non_clock_inputs
set_output_delay [expr $clk_period * $clk_io_pct] -clock clk0 [all_outputs]

===== design/flow/design.v =====
module abs #(
	parameter WIDTH = 10
	)(
	input logic [WIDTH-1:0] val_1, val_2,
	output logic [WIDTH-1:0] out
	);
	always_comb begin
		if (val_1 > val_2)
			out = val_1 - val_2;
		else
			out = val_2 - val_1;
	end
endmodule
module abs_testbench();
	parameter WIDTH = 10;
	logic [WIDTH-1:0] val_1, val_2, out;
	abs #(WIDTH) dut (.val_1, .val_2, .out);
	initial begin
		val_1 <= 10'b0001100111; val_2 <= 10'b0101100111; #50;  
		val_1 <= 10'b0101100111; val_2 <= 10'b0001100111; #50;  
		val_1 <= 10'b0101100111; val_2 <= 10'b0101100111; #50;  
		#50;
	end  
endmodule
module coordinate_generator_datapath (
			input logic clk, reset, is_steep,
			input logic set_regs, incr_loop, swap, no_swap, new_line, no_new_line, idle_default,
			input logic [9:0] x0, x1, y0, y1,
			output logic [9:0] x,
			output logic [8:0] y,
			output logic loop_condition, err_gtz, steep
			);
	integer delta_x, delta_y, error, y_step, i;
	logic [9:0] x_buff, y_buff, abs_y;
	abs #(10) distance_y (.val_1(y0), .val_2(y1), .out(abs_y));
	always_ff @(posedge clk) begin
		if (reset) begin
			delta_x <= 0; delta_y <= 0; error <= 0; y_step <= 0; x_buff <= 0; y_buff <= 0;
			steep <= 0;
			x <= 10'bX;
			y <= 9'bX;
		end
		else begin
			if (idle_default) begin
				x <= 10'bX;
				y <= 9'bX;
				i <= 0;
			end
			if (set_regs) begin
				x_buff <= x0;
				y_buff <= y0;
				y_step <= (y1 > y0) ? 1 : -1;
				delta_x <= x1 - x0;
				delta_y <= abs_y;
				error <= -((x1 - x0)/2);
				steep <= is_steep;
			end
			if (incr_loop) begin
				i <= i + 1;
				error <= error + delta_y;
			end
			if (swap) begin
				x <= y_buff;
				y <= x_buff;
			end
			if (no_swap) begin
				x <= x_buff;
				y <= y_buff;
			end
			if (new_line) begin
				x_buff <= x_buff + 1;
				y_buff <= y_buff + y_step;
				error <= error - delta_x;
			end
			if (no_new_line)
				x_buff <= x_buff + 1;
		end	
	end
	assign loop_condition = (i <= delta_x);
	assign err_gtz = (error >= 0);
endmodule 

===== design/flow/config.mk =====
export PLATFORM = sky130hd
export DESIGN_NAME = coordinate_generator_datapath
export DESIGN_NICKNAME = coordinate_generator_datapath
export VERILOG_FILES = /design/flow/design.v
export SDC_FILE = /design/flow/constraint.sdc
export NUM_CORES = 4
export LEC_CHECK = 1
export CORE_UTILIZATION = 30

==> reports/results.ini <==
[synth]
top_area_share_pct = 14.0
ys_ff = 127
syn-cell-area_sq_mm = 0.0109
yosys_cells = 1274
yosys_warnings = 2
ys_seq_share_pct = 28.0
top_cells_by_area = edfxtp_1 (14%), ha_1 (14%), dfxtp_1 (14%), nor2_1 (4.5%), xnor2_1 (4.2%)
avgSynthCellArea_sq_um = 8.57
ys_async_sr_fraction_pct = 0
syn_inst = 1274
synth.distinct_cells = 88
synth_top_flop_cell = dfxtp_1
synth_chip_area_sq_mm = 0.0109
edf_count = 51
synth_top_cell_by_area = edfxtp_1

[setup_path]
arrival_ns = 3.68
r2r_start = delta_x[30]
worst-r2r-cell-count = 12
cp-end-kind = output pin
reg2reg_to = error[29]
crit_fanout = 30
regToRegSetupSlack_ns = 2.99
startpoint_type = flop
worstSetupPathType = flop to output pin
required_ns = 5.28

[clock_network]
clkSinkCount = 127
cts_tree = yes
insertion_delay_ns = 0.43
cts-root-buf = clkbuf_16
cts_hold_buf = 0
cts_max_path_buffers = 2
htree_levels = 4
ctsResizeCount = 0
post_cts_buffers = 0
cts_buffers = 17
cts.reportedPaths.clkPinSlew_ns = 0.07

[grt]
grt_start_max_net_pins = 66
antenna_found_initial = 0
grtUsageTotal_pct = 15.2
grt_pass1_wl_mm = 44.6
grt_pass1_vias = 8806
gr-total-overflow = 0

[floorplanning]
die_w_um = 193
fp-row-count = 69
ioPinCount = 72
chip_area_sq_mm = 0.0371
fp_util_pct = 30.6
core_sq_mm = 0.0357
die_height_um = 193

[layout]
final_cell_mix = nor2_1 (129), ha_1 (122), a21oi_1 (82), nand2_1 (78), dfxtp_1 (76)
final_common_cell = nor2_1
drive_gt1_share_pct = 7.75
syn_to_final_growth_pct = 16.2
finalNonFillerCells = 1803
fin_util_pct = 35.6

[detailed_routing]
viasPerCell = 5.22
drt_pass1_iterations = 5
avgRoutedWirePerCell_um = 15.0
insertedDiodeCount = 0
first_iter_violations = 541
wirelength_mm = 27.1
postRouteAntennaNets = 0
drc_errors = 0
vias = 9413

[final_timing]
relSlewSlack_pct = 40.9
finalSetupViolations = 0
fin_setup_tns_ns = 0
clock_skew_ns = 0.0144
finalClockPeriodUsage_pct = 75.7
period_needed_ns = 5.00
worst_slew_pin_slew_ns = 0.880
slew_violations = 0
rsz0062_at_grt = false
fmax_ghz = 0.200
hold_viol = 0

[flow_run]
maxCapViolations = 0
tool_warnings = 35

[power]
power_switching_w = 0.00135
internal-power_w = 0.00212
total_power_w = 0.00347
power_density_mw_per_mm2 = 273
pwr-share-clk_pct = 27.7
ir_worst_vdd_mv = 0.161
pwr-share-comb_pct = 42.2
p_leak_nw = 5.17
pwr-share-seq_pct = 30.1
switching_share_pct = 39.0

[worst_hold_path]
hp-start = delta_y[0]
min_path_cells = 2
min_to = delta_y[0]
hp-class = flop to flop

[placed_design]
hpwl_mm = 20.3
port-buffer-count = 71
gp_congestion = 0.877
placed_cells = 1771

[outcome]
outcome = finished clean

==> registers in the layout, summed over array words and instances, names as in the netlist <==
register  cells
delta_y      10
error        32
y_buff       10
delta_x      11
steep         1
x_buff       10
y             9
x            10
y_step        2
i            32
==> cells in the mapped netlist, drive strengths merged, types with 15 or more instances <==
library cell,count
mux2,26
dfxtp,76
inv,70
or3,15
nor3,16
nand4,35
a211oi,43
nor2b,20
a21oi,84
and3,20
nand3,45
a21o,37
xnor2,52
xor2,44
clkbuf,35
mux2i,22
edfxtp,51
o21ai,78
nand2,78
ha,122
nand2b,15
nor2,130
==> area by class of cell <==
| type | instances | area [sq um] |
|---|---|---|
| sequential | 127 | 3050 |
| fill | 3562 | 23000 |
| inverter | 71 | 267 |
| clock inverter | 15 | 184 |
| timing repair buffer | 83 | 786 |
| tap | 461 | 577 |
| multi-input combinational | 1029 | 7390 |
| clock buffer | 17 | 425 |
==> power by group through the flow <==
| stage | Combinational (W) | Sequential (W) | Clock [W] |
|---|---|---|---|
| finish | 0.00146 | 0.00105 | 0.000961 |
| global route | 0.00165 | 0.00106 | 0.00102 |
| CTS | 0.00147 | 0.00105 | 0.000983 |
==> per-stage QoR <==
step	setup slack, ns	hold slack [ns]	cell area (sq um)
CTS	1.53	0.489	12700
global route	1.31	0.505	12700
finish	1.60	0.486	12700
global placement	1.86	0.455	12100
detailed placement	1.86	0.475	12100
floorplan	2.59	0.437	10900
==> worst max-delay path by stage <==
stage	start	end	slack [ns]	cells after the start
4_1_cts	delta_x[30]	loop_condition	1.53	13
5_1_grt	delta_x[30]	loop_condition	1.31	13
6_report	delta_x[30]	loop_condition	1.60	13
==> per-layer routing <==
metal | share of wire [%] | GRT usage [%]
met1 | 49 | 22.2
met2 | 46 | 24.5
met3 | 3.2 | 2.08
met4 | 2.1 | 2.76
met5 | 0 | 0
==> logic make-up after synthesis <==
family	count (synthesis)	share of synthesized area, %
compound gates	350	21.9
simple gates	407	18.3
flops	127	28.0
buf+inv	118	4.29
xor+xnor	96	7.70
mux	48	4.74
fa+ha+maj	128	15.1
==> worst max-delay path, cell delays in order, from the launching register on <==
cell and delay (ns):
dfxtp_1 0.33, inv_1 0.40, buf_4 0.42, ha_1 0.31
a21o_1 0.18, a21o_1 0.16, a21oi_1 0.13, nor2b_1 0.05
o21ai_0 0.16, a211oi_1 0.09, nor3_1 0.23, nand4_1 0.12
o211ai_1 0.14, clkdlybuf4s50_1 0.50
Power figures rest on the tool's default switching activity, not on a simulated workload.
